`./design.v`:
```
module counter(clk,clr,out,num);
input clk;
input clr;
output[7:0]num;
output out;
reg[7:0] num;
reg out;
always @(posedge clk or negedge clr)
begin
	if(!clr) begin out<=1'b0;num<=8'b0;end
	else begin
 		if(num==8'b01101111) begin out<=1'b1;num<=8'b0;end
		else begin num<=num+1'b1;end
	end
end
endmodule
```
`./run.sh`:
```
#!/bin/bash
# OpenROAD 26Q1-2900-gdf79404cd8, Yosys 0.63+post, stock flow scripts
make -C /OpenROAD-flow-scripts/flow DESIGN_CONFIG=/design/flow/config.mk WORK_HOME=/design/flow/orfs finish
```
`./config.mk`:
```
export PLATFORM = sky130hd
export DESIGN_NAME = counter
export DESIGN_NICKNAME = counter
export VERILOG_FILES = /design/flow/design.v
export SDC_FILE = /design/flow/constraint.sdc
export NUM_CORES = 4
export LEC_CHECK = 1
export CORE_AREA = 10 10 70 70
export DIE_AREA = 0 0 80 80
```
`./constraint.sdc`:
```
current_design counter

set clk_period 1.3
set clk_io_pct 0.2

create_clock -name clk0 -period $clk_period [get_ports {clk}]

set non_clock_inputs [all_inputs -no_clocks]
set_input_delay [expr $clk_period * $clk_io_pct] -clock clk0 $non_clock_inputs
set_output_delay [expr $clk_period * $clk_io_pct] -clock clk0 [all_outputs]
```
==> out/qor.yml <==
floorplanning:
  dieArea_mm2: 0.00640
  core-area_mm2: 0.00342
  io_pins: 11
  fp_util_pct: 12.1
  die_w_um: 80
  rows: 21
  die_y_um: 80
drt:
  wl_met2_um: 382
  routed_wl_um: 1150
  avgRoutedWirePerCell_um: 10.3
  dr.pass1.iters: 4
  drc: 0
  vias: 381
  met3_length_um: 117
  vias_per_cell: 3.43
  antenna_cells: 0
  final_antenna_net_count: 0
  highest_layer: "met4"
  drtIter0Drc: 7
  drt-met1-wl_um: 638
yosys:
  largest_area_cell: "dfrtp_1"
  synthTopCellsByArea: "dfrtp_1 (55%), xor2_1 (8.5%), nor4_4 (5.2%)"
  ys_types: 16
  ff_type: "dfrtp_1"
  syn_inst: 36
  avgSynthCellArea_um2: 11.4
  top_cells_by_count: "dfrtp_1 (9), o21ai_1 (4), xor2_1 (4)"
  async_reset_ff_share_pct: 100
  ys_cells: 36
  yosysTopAreaCellShare_pct: 54.7
  synth-edff-count: 0
  yosys_area_um2: 412
  top_cell: "dfrtp_1"
  netlist_area_um2: 412
  ys.flops: 9
  yosys_warnings: 1
  yosys.stat.seqShare_pct: 54.7
job:
  drv_cap: 0
  warnings: 26
final_layout:
  logic_area_um2: 210
  stdcell_count: 111
  fin_util_pct: 21.5
  fillers: 370
  seq_area_um2: 228
  drive_gt1_share_pct: 38.5
  syn_to_final_growth_pct: 78.4
pwr:
  p_per_area_mw_per_mm2: 677
  clkPwrFrac_pct: 42.0
  pwr-share-comb_pct: 1.6
  cellInternalPower_mw: 0.401
  seqPwrFrac_pct: 56.4
  swShare_pct: 19.4
  power_mw: 0.497
  ir_drop_v: 0.000423
  power_leakage_nw: 0.348
  power_switching_mw: 0.0962
status:
  status: "finished clean"
min_path:
  hp-class: "in -> async"
sta:
  worst_slew_pin_slew_ps: 431
  max_freq_mhz: 777
  fin_crit_ps: 1290
  setup_violations: 0
  rsz0062_at_grt: "true"
  fin_crit_sh_pct: 99.0
  fin_skew_ps: 3.12
  fin_hold_ws_ps: 308
  hold_viol: 0
  setup_ws_ps: 13.2
  drv_slew: 0
  maxSlewHeadroom_pct: 71.2
placement:
  dp_hpwl_um: 758
  finalWeightedCongestion: 0.705
  io_buffers: 10
  dp_cells: 96
  dp_slack_ps: 38.1
setup_path:
  rr_worst_depth: 5
  startpoint_type: "flop"
  cp.required_ps: 1500
  endpoint_kind: "flop"
  critPathMaxFanout: 4
  path_cells: "buf_6 > ha_4 > nand3_4 > nor4_4 > or2_1"
  worst-r2r-setup-slack_ps: 10
  rr_startpoint: "num[1]$_DFF_PN0_"
  crit_type: "reg -> reg"
  path_buffers: 1
  max_stage_delay_ps: 370
  r2r-end: "out$_DFFE_PN0N_"
  crit_slowest_cell: "dfrtp_1"
  worstPathArrival_ps: 1490
  path_delay_family: "simple AND/OR/NAND/NOR gates"
global_route:
  antenna_found_initial: 0
  grt_max_degree: 10
  grtUsageTotal_pct: 3.43
  grt_pass1_wl_um: 1770
  grt_pass1_vias: 378
  grt-ovfl-total: 0
clocking:
  root_buffer: "clkbuf_4"
  clkLatencyLatePin_ps: 260
  cts_tree: "done"
  cts.clk_slew.worst_paths_ps: 60
  cts.htree.levels: 1
  cts.path.max_buffers: 2
  cts.sinks: 9
  hold_buffers: 0
  numCtsBuffers: 3
==> state kept, by name (all words and copies together) (netlist names) <==
name  count
out       1
num       8
==> layer usage <==
metal	track usage [%]	vias to the layer above
li1	-	187
met2	3.77	16
met3	2.16	2
met4	0.528	0
met1	5.28	176
met5	0	-
==> power by group through the flow <==
stage | Clock, mW | Combinational [mW] | Sequential [mW]
final | 0.209 | 0.00819 | 0.280
after global routing | 0.244 | 0.00966 | 0.280
after CTS | 0.219 | 0.00854 | 0.280
==> worst reg2reg max path, stage by stage (launching register included) <==
cell and delay [ps]:
dfrtp_1 370, buf_6 120, ha_4 140, nand3_4 80, nor4_4 360, or2_1 150
==> cell type report <==
class,instances,area share [%]
tap,46,7.84
inverter,1,0.511
clock buffer,4,3.58
multi-input combinational,26,28.6
sequential,9,31.0
timing repair buffer,25,28.4
==> placed cells by master (no fill, tap or decap), types with 2 or more instances in the layout <==
cell,instances
buf_4,13
buf_6,2
clkbuf_4,3
dfrtp_1,7
dfrtp_2,2
dlygate4sd2_1,9
nand2_1,2
nand3_1,2
nand4_1,2
nor2_1,3
nor2b_1,2
o21ai_1,4
xor2_1,4
==> stage by stage <==
step	instance area, um2	TNS [ps]
6_report	734	0
5_1_grt	734	-370
4_1_cts	672	0
3_5_place_dp	599	0
3_3_place_gp	599	0
2_1_floorplan	412	0
==> what timing repair did <==
action,in CTS,in global routing
resized,12,5
pin swaps,0,4
endpoints found under the setup margin,9,7
buffers inserted,7,4
==> how the worst max path moves through the flow <==
stage,startpoint,end,cells past startpoint
final,num[1]$_DFF_PN0_,out$_DFFE_PN0N_,5
after global routing,num[1]$_DFF_PN0_,out$_DFFE_PN0N_,5
after CTS,num[0]$_DFF_PN0_,out$_DFFE_PN0N_,5
==> cells by family (layout without fill, tap and decap cells) <==
family	after synthesis	after routing	synth area share, %
flip-flops	9	9	54.7
XOR/XNOR	4	4	8.51
buffers and inverters	1	30	0.911
AND-OR/OR-AND	6	6	8.82
adder cells (fa/ha/maj)	1	1	3.04
AND/OR/NAND/NOR	15	15	24.0
Power is estimated from default activity; no workload was simulated.
