==> design/flow/design.v <==
module s_51011(clk,clr,x,z);
input clk,clr,x;
output reg z;
reg[2:0]c_s,n_s;
parameter s0=3'b000,s1=3'b001,s2=3'b010,s3=3'b011,s4=3'b100;
always @(posedge clk or posedge clr)begin
    if(clr)c_s<=0;
    else c_s<=n_s;
end
always @(c_s or x)begin
   case(c_s)
        s0:begin if(x==1)n_s<=s1;
            else n_s<=s0; end
        s1:begin if(x==0)n_s<=s2;
            else n_s<=s1; end
        s2:begin if(x==1)n_s<=s3;
            else n_s<=s0; end
        s3:begin if(x==1)n_s<=s4;
            else n_s<=s2; end
        s4:begin if(x==1)n_s<=s1;
            else n_s<=s2; end
    endcase
end
always @(c_s)begin
    case(c_s)
        s4:z=1'b1;
        default:z=1'b0;
    endcase
end
endmodule
==> design/flow/run.sh <==
#!/bin/bash
# OpenROAD 26Q1-2900-gdf79404cd8, Yosys 0.63+post, stock flow scripts
make -C /OpenROAD-flow-scripts/flow DESIGN_CONFIG=/design/flow/config.mk WORK_HOME=/design/flow/orfs finish
==> design/flow/config.mk <==
export PLATFORM = sky130hd
export DESIGN_NAME = s_51011
export DESIGN_NICKNAME = s_51011
export VERILOG_FILES = /design/flow/design.v
export SDC_FILE = /design/flow/constraint.sdc
export NUM_CORES = 4
export LEC_CHECK = 1
export CORE_AREA = 10 10 70 70
export DIE_AREA = 0 0 80 80
==> design/flow/constraint.sdc <==
current_design s_51011

set clk_period 1.0
set clk_io_pct 0.2

create_clock -name clk0 -period $clk_period [get_ports {clk}]

set non_clock_inputs [all_inputs -no_clocks]
set_input_delay [expr $clk_period * $clk_io_pct] -clock clk0 $non_clock_inputs
set_output_delay [expr $clk_period * $clk_io_pct] -clock clk0 [all_outputs]
==> results_dict.tcl <==
# yosys + openroad results
set metrics [dict create \
    status "finished, violations left" \
    violations "negative setup slack" \
    io_buffers 3 \
    die-height_microns 80 \
    final_util 0.100 \
    syn_avg_cell_area_sq_um 11.9 \
    synth_warnings 1 \
    n_antenna_cell 0 \
    untimed_endpoints 6 \
    grt_max_degree 7 \
    netlist_area_sq_um 190 \
    p_leak_nw 0.142 \
    hpwl_microns 318 \
    arrival_ns 0.88 \
    dp_slack_ns -0.261 \
    grt_pass1_vias 190 \
    postCtsHoldBufs 0 \
    dr.pass1.iters 2 \
    edf_count 0 \
    cts_tree "done" \
    crit_type "reg2out" \
    fp_util 0.0557 \
    cp-start-kind "register" \
    antenna_found_initial 0 \
    warnings 27 \
    synth_flops 6 \
    period_minus_slack_ns 1.08 \
    power_density_mw_per_mm2 1020 \
    syn_inst 16 \
    unclocked_regs 3 \
    grt-ovfl-total 0 \
    cp_max_fo 2 \
    routed_via_density 2.11 \
    ys_types 9 \
    grt_usage 0.0151 \
    grt_pass1_wl_microns 786 \
    finalWorstSetupSlack_ns -0.0763 \
    timing.hold.ws_ns 0.145 \
    final_area_sq_um 342 \
    numCtsBuffers 3 \
    place_inst 68 \
    cap_violations 0 \
    rsz0062_at_grt "yes" \
    top_cell_area_share 0.395 \
    setup_violations 1 \
    cts-htree-levels 1 \
    finalSetupTns_ns -0.0763 \
    slew_headroom 0.854 \
    drc 0 \
    critPathCaptureType "output pin" \
    clk_pin_slew_worst_paths_ns 0.04 \
    ys_async_sr_fraction 0.500 \
    power_mw 0.349 \
    ir_drop_uv 109 \
    cts_buffer_depth 2 \
    detail-route-antenna-nets 0 \
    synthToLayoutAreaGrowth_pct 79.6 \
    endpoint "z" \
    drive_gt1_frac 0.357 \
    critPathRequiredTime_ns 0.80 \
    ff_type "dlxtn_1" \
    synthTopCellsByCount "dfrtp_1, dlxtn_1, nor3b_1, o21a_1" \
    cts_root_buffer "clkbuf_4" \
    num_rows 21 \
    synth_chip_area_sq_um 190 \
    fmax_mhz 929 \
    min-delay-path-class "in2async" \
    ys_cells 16 \
    dieArea_sq_mm 0.00640 \
    pin_count 4 \
    routed_wl_microns 446 \
    vias 156 \
    place_area_sq_um 300 \
    wl_per_cell_microns 6.03 \
    core_sq_mm 0.00342 \
    gp_congestion 0.639 \
    top_area_cell "dfrtp_1" \
    die_width_microns 80 \
    tightest_slew_ns 0.217 \
    finalHoldViolCount 0 \
    drt_iter0_markers 7 \
    cp-startpoint "c_s[1]" \
    finalClockPeriodUsage 1.08 \
    fin_cells 74 \
    synthTopCellsByArea "dfrtp_1, dlxtn_1, nor3b_1" \
    drv_slew 0 \
]
-- routing by layer --
| metal | part of all wire | global-route usage | up-vias |
|---|---|---|---|
| li1 | - | - | 80 |
| met1 | 0.41 | 0.0154 | 72 |
| met2 | 0.40 | 0.0209 | 4 |
| met3 | 0.19 | 0.0125 | 0 |
| met4 | 0 | 0.00880 | 0 |
| met5 | 0 | 0 | - |
-- power breakdown --
part	switching, mW	total (mW)	internal, mW
sequential	0.0000945	0.123	0.123
combinational	0.00614	0.0167	0.0106
clock	0.0599	0.209	0.149
total	0.0661	0.349	0.283
-- sequential cells by signal, indices dropped and copies added, names as in the netlist --
name	flops
c_s	3
n_s	3
-- cell usage in the layout, fill, tap and decap left out --
master,instances
buf_4,5
dfrtp_1,3
clkbuf_4,3
dlxtn_1,3
o21a_1,2
nor3b_1,2
clkdlybuf4s50_1,2
nand2_1,1
nor4b_1,1
nor4bb_1,1
or3_1,1
nor3b_2,1
inv_1,1
clkbuf_1,1
buf_2,1
-- layout make-up --
type                            instances  area (sq um)
Fill cell                             404          3070
Timing Repair Buffer                    8          62.6
Sequential cell                         6           120
Inverter                                1          3.75
Multi-Input combinational cell          9          71.3
Clock buffer                            4          26.3
Tap cell                               46          57.6
-- logic make-up (layout without fill, tap and decap cells) --
| kind of cell | Yosys count | after routing | synth area share |
|---|---|---|---|
| flip-flops | 3 | 3 | 0.395 |
| AND/OR/NAND/NOR | 7 | 7 | 0.270 |
| latches | 3 | 3 | 0.237 |
| AND-OR/OR-AND | 2 | 2 | 0.0789 |
| buffers and inverters | 1 | 13 | 0.0197 |
-- worst max-delay path, cell delays in order, from the launching register on --
cell,delay (ns)
dfrtp_1,0.37
nor3b_2,0.16
buf_2,0.11
-- repair_timing --
item                       in CTS  in global routing
setup endpoints to repair       1                  1
pin swaps                       1                  1
resized                         4                  0
setup buffers                   2                  0
-- worst min-delay path by stage --
stage,start,to,slack [ns],depth (start not counted)
4_1_cts,clr,c_s[2],0.13,2
5_1_grt,clr,c_s[2],0.17,2
6_report,clr,c_s[2],0.14,2
Power and IR drop assume default switching activity.
