$ cat ./design.v
module count7(res,clk,cout);
input clk,res;
output wire cout;
reg[2:0] m,n;reg counter1,counter2;
assign cout=counter1|counter2;
always @(posedge clk)begin
    if(!res)begin counter1<=0;m<=0;end
    else begin
        if(m==6) m<=0;else m<=m+1;
        if(n<3) counter1<=1;else counter1<=0;
    end
end
always @(negedge clk)begin
    if(!res)begin counter2<=0;n<=0;end
    else begin
        if(n==6) n<=0;else n<=n+1;
        if(n<3) counter2<=1;else counter2<=0;
    end
end
endmodule
$ cat ./run.sh
#!/bin/bash
# OpenROAD 26Q1-2900-gdf79404cd8, Yosys 0.63+post, stock flow scripts
make -C /OpenROAD-flow-scripts/flow DESIGN_CONFIG=/design/flow/config.mk WORK_HOME=/design/flow/orfs finish
$ cat ./config.mk
export PLATFORM = sky130hd
export DESIGN_NAME = count7
export DESIGN_NICKNAME = count7
export VERILOG_FILES = /design/flow/design.v
export SDC_FILE = /design/flow/constraint.sdc
export NUM_CORES = 4
export LEC_CHECK = 1
export CORE_AREA = 10 10 70 70
export DIE_AREA = 0 0 80 80
$ cat ./constraint.sdc
current_design count7

set clk_period 1.1
set clk_io_pct 0.2

create_clock -name clk0 -period $clk_period [get_ports {clk}]

set non_clock_inputs [all_inputs -no_clocks]
set_input_delay [expr $clk_period * $clk_io_pct] -clock clk0 $non_clock_inputs
set_output_delay [expr $clk_period * $clk_io_pct] -clock clk0 [all_outputs]
==> results.rst <==
Synthesis and place-and-route
=============================

.. list-table::
   :header-rows: 1

   * - Metric
     - Value
   * - Register bit count reported by yosys
     - 5
   * - Count of cells along the worst hold path
     - 3
   * - CTS hold repair buffers
     - 0
   * - Non-filler instance count after layout
     - 75
   * - Number of placed I/O pins
     - 3
   * - Synth Instances
     - 18
   * - Routability congestion estimate
     - 0.667
   * - Layout cell share with drive strength beyond 1
     - 48.3%
   * - FFs w/ async S/R, synth
     - 0%
   * - Most instantiated library cell after synthesis
     - dfxtp_1
   * - Unrepaired setup endpoints after global routing
     - true
   * - Number of cells after detailed placement
     - 68
   * - Antenna Diode Count
     - 0
   * - Total power
     - 530 uW
   * - Avg Inst Size Synth
     - 10.4 um^2
   * - Critical path startpoint category
     - flip-flop
   * - Yosys stat cell total
     - 18
   * - Area growth from synthesis to layout
     - 78.0%
   * - Bufs on Longest Clock Path
     - 2
   * - Clock Sinks
     - 5
   * - Placeable Area
     - 0.00342 mm^2
   * - TritonCTS clock tree
     - done
   * - Cell taking the most area after synthesis
     - dfxtp_1
   * - Cell Rows
     - 21
   * - Synth Cell Area
     - 188 um^2
   * - Number of slew-limit violations in the final report
     - 0
   * - Core Density at Floorplan
     - 5.49%
   * - Count of unique library cells instantiated by Yosys
     - 10
   * - Flop2flop setup slack
     - -0.12 ns
   * - Drt wl/cell
     - 4.19 um
   * - Antenna violation net count after detailed routing
     - 0
   * - Switch share
     - 25.8%
   * - Part of the total power dissipated in the clock network
     - 50.2%
   * - Vertical die dimension
     - 80 um
   * - Count of cell instances traversed by the critical path
     - 2
   * - Largest type area fraction
     - 53.3%
   * - Buffer-and-inverter tally for the worst setup path
     - 1
   * - Chip area
     - 0.00640 mm^2
   * - Global Route Usage Sum
     - 0.950%
   * - Register clock-pin slew on the reported worst setup and hold paths
     - 0.05 ns
   * - Result of the run
     - finished with violations
   * - Cell area power density
     - 1590 mW/mm^2
   * - R2R cell count
     - 1
   * - Total number of warnings across the stage logs
     - 33
   * - Slowest stage cell on the critical path
     - dfxtp_1
   * - Data required time of the worst path
     - 0.88 ns
   * - Total count of hold-check failures in the final report
     - 0
   * - Via count of the first global-routing pass
     - 136
   * - Element type at the critical path end
     - output pin
   * - Floorplan die width
     - 80 um
   * - Global-route wire length before repair
     - 455 um
   * - Drt first-iter violations
     - 1
   * - Post-Route Skew
     - 0.0575 ns
   * - Static leakage power
     - 0.143 nW
   * - Proportion of synthesized chip area in sequential cells
     - 53.3%
   * - Number of synthesized flops with an enable pin
     - 0
   * - Final worst slack
     - -0.572 ns
   * - Peak VDD IR
     - 0.292 mV
   * - Setup CP Type
     - reg -> out
   * - Worst-skew pair later-pin latency
     - 0.30 ns
   * - IO Port Bufs
     - 2
   * - Final sum of negative setup slack
     - -0.690 ns
   * - Setup slack at placement
     - -0.559 ns
   * - Clock root buffer
     - clkbuf_4
   * - Int Power
     - 393 uW
   * - Largest incremental delay on the critical path
     - 0.28 ns
   * - Max-cap violations
     - 0
   * - Worst min path class
     - in -> reg
   * - Final routed DRC violation total
     - 0
   * - Post-CTS setup repair buffer count
     - 0
   * - Vias per inst
     - 1.95
   * - Detailed-route wire length
     - 314 um
   * - Violated checks
     - negative setup slack
   * - Most common library cells after synthesis
     - 5 x dfxtp_1, 3 x inv_1, 2 x ha_1, 2 x nor2_1
   * - Clock H-tree levels
     - 1
   * - Inserted Clock Buffers
     - 3
   * - Number of warnings issued by yosys
     - 1
   * - Net switching component of the power
     - 137 uW
   * - Total cell area reported by yosys after synthesis
     - 188 um^2
   * - Total via count in the routed design
     - 146
   * - Pin count of the biggest net entering global routing
     - 5
   * - Leading register cell type out of synthesis
     - dfxtp_1
   * - Share of power burned in combinational logic
     - 9.7%
   * - Crit-path leading delay family
     - flip-flops
   * - Flop pwr share
     - 40.0%
   * - 1st-pass router iterations
     - 2
   * - Fin util
     - 9.78%
   * - Number of antenna violations at the first check in global routing
     - 0
   * - Least-Margin Pin Slew
     - 0.168 ns
   * - Top cells by area
     - dfxtp_1 53%, ha_1 13%, inv_1 6.0%
   * - Critical path data arrival time
     - 1.45 ns
   * - Final setup violation count
     - 2
   * - Max-Slew Margin vs Limit
     - 88.8%
   * - Worst-path maximum fanout
     - 1
   * - Global route total overflow
     - 0
   * - Sequence of cells on the critical path
     - or2_4 -> buf_6
[power groups by stage]
stage	combinational (mW)	clock, mW	sequential, mW
final	0.0515	0.266	0.212
after global routing	0.0576	0.310	0.214
after CTS	0.0455	0.279	0.211
[path summary, 6_finish.rpt]
kind | end | start
setup / recovery | cout | counter2$_DFF_N_
hold / removal | counter1$_DFF_P_ | res
hold reg to reg | n[0]$_SDFF_NP0_ | n[0]$_SDFF_NP0_
setup reg to reg | counter1$_DFF_P_ | n[1]$_SDFF_NP0_
[cells in the final DEF (no fill, tap or decap), drive strengths merged]
cell type	count
a211oi	1
dfxtp	5
or3b	1
a21bo	1
or2	1
nand2b	1
buf	3
dlygate4sd2	1
ha	2
nor2	2
a21oi	1
clkbuf	4
inv	6
[flip-flops by register name, summed over array words and instances (netlist names)]
name,cells
n,3
counter1,1
counter2,1
[timing repair]
action | CTS | global route
endpoints found under the setup margin | 6 | 3
resized | 5 | 4
pin swaps | 2 | 1
[logic make-up after synthesis]
kind of cell / Yosys count / synth area share [%]
AOI/OAI and AO/OA: 3 / 12.0
adders and majority gates: 2 / 13.3
buffers and inverters: 3 / 6.00
DFF: 5 / 53.3
and+or+nand+nor: 5 / 15.3
[routing by layer]
| metal | GRT usage, % | vias up | wire length, um |
|---|---|---|---|
| li1 | - | 79 | - |
| met1 | 0.667 | 61 | 117 |
| met2 | 1.36 | 6 | 141 |
| met3 | 1.36 | 0 | 55 |
| met4 | 0.352 | 0 | 0 |
| met5 | 0 | - | 0 |
[cell type report]
| class | count | area, um^2 |
|---|---|---|
| multi-input combinational | 10 | 90.1 |
| timing repair buffer | 4 | 35.0 |
| tap | 46 | 57.6 |
| fill | 403 | 3080 |
| clock inverter | 4 | 15.0 |
| clock buffer | 4 | 26.3 |
| inverter | 2 | 7.51 |
| sequential | 5 | 103 |
[stage by stage]
stage / hold WS [ns] / instance area (um^2)
after floorplan: 0.379 / 196
after global placement: 0.427 / 289
after detailed placement: 0.431 / 289
after CTS: 0.400 / 323
after global routing: 0.433 / 334
final: 0.415 / 334
Power is estimated from default activity; no workload was simulated.
